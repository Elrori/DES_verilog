## design/flow/design.v

```verilog
module des_pc1
(
    input   wire [1:64] in_64,
    output  wire [1:28] lo_28,
    output  wire [1:28] ro_28
);
assign {lo_28,ro_28} = {
in_64[57], in_64[49], in_64[41], in_64[33], in_64[25], in_64[17], in_64[9],
in_64[1],  in_64[58], in_64[50], in_64[42], in_64[34], in_64[26], in_64[18], 
in_64[10], in_64[2],  in_64[59], in_64[51], in_64[43], in_64[35], in_64[27], 
in_64[19], in_64[11], in_64[3],  in_64[60], in_64[52], in_64[44], in_64[36], 
in_64[63], in_64[55], in_64[47], in_64[39], in_64[31], in_64[23], in_64[15], 
in_64[7],  in_64[62], in_64[54], in_64[46], in_64[38], in_64[30], in_64[22],
in_64[14], in_64[6],  in_64[61], in_64[53], in_64[45], in_64[37], in_64[29],
in_64[21], in_64[13], in_64[5],  in_64[28], in_64[20], in_64[12], in_64[4]
};
endmodule
module des_pc2
(
    input   wire [1:28] li_28,
    input   wire [1:28] ri_28,
    output  wire [1:48] kout_48
);
wire [1:56]in_56;
assign in_56 = {li_28,ri_28};
assign kout_48 = {
in_56[14], in_56[17], in_56[11], in_56[24], in_56[1],  in_56[5], 
in_56[3],  in_56[28], in_56[15], in_56[6],  in_56[21], in_56[10],
in_56[23], in_56[19], in_56[12], in_56[4],  in_56[26], in_56[8], 
in_56[16], in_56[7],  in_56[27], in_56[20], in_56[13], in_56[2],
in_56[41], in_56[52], in_56[31], in_56[37], in_56[47], in_56[55], 
in_56[30], in_56[40], in_56[51], in_56[45], in_56[33], in_56[48], 
in_56[44], in_56[49], in_56[39], in_56[56], in_56[34], in_56[53], 
in_56[46], in_56[42], in_56[50], in_56[36], in_56[29], in_56[32]
};
endmodule
module des_subkeys_gen
(
    input  wire clk,
    input  wire rst_n, 
    input  wire encrypt, 
    input  wire key_in_64_en, 
    input  wire [1:64]key_in_64,
    output reg  [1:48]subkeys_1,
    output reg  [1:48]subkeys_2,
    output reg  [1:48]subkeys_3,
    output reg  [1:48]subkeys_4,
    output reg  [1:48]subkeys_5,
    output reg  [1:48]subkeys_6,
    output reg  [1:48]subkeys_7,
    output reg  [1:48]subkeys_8,
    output reg  [1:48]subkeys_9,
    output reg  [1:48]subkeys_10,
    output reg  [1:48]subkeys_11,
    output reg  [1:48]subkeys_12,
    output reg  [1:48]subkeys_13,
    output reg  [1:48]subkeys_14,
    output reg  [1:48]subkeys_15,
    output reg  [1:48]subkeys_16,
    output wire subkeys_16_valid,
    output wire parity_check_error
);
reg [1:64]key_in_64_buff0;
assign parity_check_error = ~((^key_in_64_buff0[1:8])&(^key_in_64_buff0[9:16])&(^key_in_64_buff0[17:24])&(^key_in_64_buff0[25:32])
                           &(^key_in_64_buff0[33:40])&(^key_in_64_buff0[41:48])&(^key_in_64_buff0[49:56])&(^key_in_64_buff0[57:64]));
reg key_in_64_buff0_ok;                           
always@(posedge clk or negedge rst_n)begin
    if(!rst_n)begin
        key_in_64_buff0_ok  <= 1'd0;
        key_in_64_buff0     <= 64'd0; 
    end else if(key_in_64_en)begin
        key_in_64_buff0_ok  <= 1'd0;
        key_in_64_buff0     <= key_in_64;
    end else begin
        key_in_64_buff0_ok  <= 1'd1;
        key_in_64_buff0     <= key_in_64_buff0;
    end
end
reg [4:0]cnt_0;
reg [1:0]state;
assign subkeys_16_valid = (state == 2'd3); 
always@(posedge clk or negedge rst_n)begin
    if(!rst_n)begin
        cnt_0 <= 'd0;
        state <= 'd0;
    end else if(key_in_64_buff0_ok)begin 
        if(state == 2'd0)begin
            state <= state + 2'd1;
        end else if(state == 2'd1 && cnt_0 < 5'd15)begin
            cnt_0 <= cnt_0 + 1'd1;
        end else if(state == 2'd1)begin 
            state <= state + 2'd1;
            cnt_0 <= 5'd0;
        end else if(state == 2'd2)begin
            state <= state + 2'd1;
        end else state <= state; 
    end else begin 
        state <= 'd0;
        cnt_0 <= 5'd0;
    end
end
wire [1:28]pc1_lo_28,pc1_ro_28,li_28,ri_28,lo_28,ro_28;
wire [1:48]subkeys_48_wire;
reg  [1:28]lo_28_buff,ro_28_buff;
assign li_28 = (cnt_0 == 5'd0)?pc1_lo_28:lo_28_buff;
assign ri_28 = (cnt_0 == 5'd0)?pc1_ro_28:ro_28_buff;
des_pc1 des_pc1_0
(
    .in_64(key_in_64_buff0),
    .lo_28(pc1_lo_28),
    .ro_28(pc1_ro_28)
);
des_subkeys_unit des_subkeys_unit_0
(
    .cnt_0(cnt_0),
    .encrypt(encrypt),
    .li_28(li_28),
    .ri_28(ri_28),
    .subkeys_48_wire(subkeys_48_wire),
    .lo_28(lo_28),
    .ro_28(ro_28)
);
always@(posedge clk or negedge rst_n)begin
if(!rst_n)begin
    lo_28_buff <= 28'd0;
    ro_28_buff <= 28'd0;
end else if(key_in_64_buff0_ok && state == 2'd1)begin
    lo_28_buff<=lo_28;
    ro_28_buff<=ro_28;
    case(cnt_0)
    4'd0:subkeys_1   <= subkeys_48_wire;
    4'd1:subkeys_2   <= subkeys_48_wire;
    4'd2:subkeys_3   <= subkeys_48_wire;
    4'd3:subkeys_4   <= subkeys_48_wire;
    4'd4:subkeys_5   <= subkeys_48_wire;
    4'd5:subkeys_6   <= subkeys_48_wire;
    4'd6:subkeys_7   <= subkeys_48_wire;
    4'd7:subkeys_8   <= subkeys_48_wire;
    4'd8:subkeys_9   <= subkeys_48_wire;
    4'd9:subkeys_10  <= subkeys_48_wire;
    4'd10:subkeys_11 <= subkeys_48_wire;
    4'd11:subkeys_12 <= subkeys_48_wire;
    4'd12:subkeys_13 <= subkeys_48_wire;
    4'd13:subkeys_14 <= subkeys_48_wire;
    4'd14:subkeys_15 <= subkeys_48_wire;
    4'd15:subkeys_16 <= subkeys_48_wire;
    endcase
end
end
endmodule
module des_subkeys_unit
(
    input  wire [4:0]cnt_0,
    input  wire encrypt,
    input  wire [1:28]li_28,
    input  wire [1:28]ri_28,
    output wire [1:48]subkeys_48_wire,
    output reg [1:28]lo_28,
    output reg [1:28]ro_28 
);
always@(*)
if(encrypt)
    case(cnt_0)
        5'd0,5'd1,5'd8,5'd15:begin
        lo_28=li_28<<1;
        ro_28=ri_28<<1;
        lo_28[28]=li_28[1];
        ro_28[28]=ri_28[1];
        end
        5'd2,5'd3,5'd4,5'd5,5'd6,5'd7,5'd9,5'd10,5'd11,5'd12,5'd13,5'd14:begin
        lo_28=li_28<<2;
        ro_28=ri_28<<2;
        lo_28[27:28]=li_28[1:2];
        ro_28[27:28]=ri_28[1:2];
        end
    endcase
else 
    case(cnt_0)
        5'd1,5'd8,5'd15:begin
        lo_28=li_28>>1;
        ro_28=ri_28>>1;
        lo_28[1]=li_28[28];
        ro_28[1]=ri_28[28];
        end
        5'd2,5'd3,5'd4,5'd5,5'd6,5'd7,5'd9,5'd10,5'd11,5'd12,5'd13,5'd14:begin
        lo_28=li_28>>2;
        ro_28=ri_28>>2;
        lo_28[1:2]=li_28[27:28];
        ro_28[1:2]=ri_28[27:28];
        end
        5'd0:begin lo_28=li_28;ro_28=ri_28;end
    endcase
des_pc2 des_pc2_1
(
    .li_28(lo_28),
    .ri_28(ro_28),
    .kout_48(subkeys_48_wire)
);
endmodule
```

## design/flow/config.mk

```make
export PLATFORM = sky130hd
export DESIGN_NAME = des_subkeys_gen
export DESIGN_NICKNAME = des_subkeys_gen
export VERILOG_FILES = /design/flow/design.v
export SDC_FILE = /design/flow/constraint.sdc
export NUM_CORES = 4
export LEC_CHECK = 1
export CORE_AREA = 10 10 445 445
export DIE_AREA = 0 0 455 455
export SYNTH_HDL_FRONTEND = slang
```

## design/flow/run.sh

```bash
#!/bin/bash
# OpenROAD 26Q1-2900-gdf79404cd8, Yosys 0.63+post, stock flow scripts
make -C /OpenROAD-flow-scripts/flow DESIGN_CONFIG=/design/flow/config.mk WORK_HOME=/design/flow/orfs finish
```

## design/flow/constraint.sdc

```tcl
current_design des_subkeys_gen

set clk_period 8.3
set clk_io_pct 0.2

create_clock -name clk0 -period $clk_period [get_ports {clk}]

set non_clock_inputs [all_inputs -no_clocks]
set_input_delay [expr $clk_period * $clk_io_pct] -clock clk0 $non_clock_inputs
set_output_delay [expr $clk_period * $clk_io_pct] -clock clk0 [all_outputs]
```

==> results.txt <==
run metrics: hold path cells=1, wire length of the first global-routing pass=between 150000 and 200000 um, critical path cell sequence=xnor2_1 > xnor2_1 > xnor2_1 > nor4_1 > nand2_1 > clkdlybuf4s50_1, Top FF cell, synth=edfxtp_1, Routed Antenna Nets=0, WP data arrival=2.91 ns, Distinct cells, synth=approximately 50, worst r2r src=state[1], Hold Path End=lo_28_buff[23], data required time of the worst path=6.64 ns, status=completed, Core Density at Floorplan=17.1%, clk buf depth=3, count of final setup violators=0, chip area=around 210000 um2, Leakage=15.8 nW, initial antenna violation count=53, Initial DRC Count=1515, Ys Warns=0, Max-area cell share=71.7%, biggest area cells=edfxtp_1, dfrtp_1, mux2_2, dlxtp_1, nor2_1, Post-DP HPWL=a little under 100000 um, Register Area=27100 um2, Commonest Layout Cell=clkdlybuf4s50_1, fin cells=5324, Late-Pin Clk Latency=~0.73 ns, clk root buf=clkbuf_16, YS chip area=roughly 32000 um2, cell family with most CP delay=simple AND/OR/NAND/NOR gates, number of unconstrained endpoints=824, Vias=19800, CP max FO=3, R2R depth=8, setup_tns=0 ns, Mapped Area=~32000 um2, max-cap viol count=0, final design area excluding fillers=47300 um2, H-Tree Depth=3, Post-CTS Setup Bufs=0, 1st-pass router iterations=6, Clock Skew=between 0.05 and 0.06 ns, final number of hold-violating endpoints=0, Tightest Pin Transition=0.862 ns, critical path startpoint category=register, layout cells sized above 1=12.6%, Top cells excl fill/tap=clkdlybuf4s50_1, edfxtp_1, nor2_1, dfrtp_1, nand2_1, number of flip-flops under the largest register name=64, logic area=roughly 4800 um2, fmax=0.219 GHz, CTS tree=yes, Worst Min Path Start=lo_28_buff[23], tool warnings=30, area delta synth->final=47.0%, core box area=188000 um2, Die X=455 um, hold crit path type=reg -> reg, IO buf count=837, reg2reg setup slack=4.66 ns, Synth flops=952, critical path's most frequent cell=xnor2_1, # resized after CTS=0, number of hold buffers added after cts=0, PD cells=253 nW/um2, clock transition at the registers of the reported paths=0.06 ns, Yosys Instances=between 1500 and 2000, GP Congestion=0.890, R2R Path End=subkeys_8[22], I/O Pins=838, worst vdd ir=between 0.15 and 0.2 mV, period utilization=55.0%, # rows=around 160, wire per inst=24.7 um, cell count after placement=between 5000 and 6000, Inserted Clock Buffers=97, global route overflow=0, Crit path largest cell delay=0.50 ns, critical path type=reg -> out, RSZ-0062 raised after global routing=no, Buf/Inv on CP=1, Slowest cell on crit path=clkdlybuf4s50_1, Post-Synthesis Cells=1790, asr flop ratio synth=13.4%, Die Ht=455 um, vias in the first global route=20300, DRC=0, DR vias/cell=3.71, Routed WL=131000 um, gr usage total=around an eighth, Top reg by flops=key_in_64_buff0, largest net degree at the start of global routing=82, EDFF count, synth=768, register pins left without a clock=56, fillcell total=19100, min cycle time layout=between 4 and 5 ns, Crit. End Element=output port, Post-DP Area=44100 um2, Slew HR=42.5%, syn avg cell area=18.0 um2, Yosys top cell by area=edfxtp_1, Final Max Slew Viols=0
-- kinds of logic after synthesis --
logic type	Yosys count	synth area share [%]
buffers and inverters	95	1.21
xor gates and xnor gates	57	1.55
latches	56	2.61
AOI/OAI and AO/OA	243	4.65
and+or+nand+nor	332	4.34
DFF	896	81.6
muxes	103	3.67
adders and majority gates	8	0.311
-- worst max-delay path by stage --
stage                        from                  to  depth (start not counted)
finish        key_in_64_buff0[62]  parity_check_error                          6
CTS           key_in_64_buff0[62]  parity_check_error                          6
global route  key_in_64_buff0[62]  parity_check_error                          6
-- synthesized netlist by cell type, types with 3 or more instances --
cell      instances
nor2_1          164
nand2_1         101
nor4_1            3
dlxtp_1          56
a31oi_1           3
a21boi_0          5
nand3_1          16
nor3_1           23
buf_2            15
o31ai_1           7
o21a_1            4
nand2b_1          4
edfxtp_1        768
o21ai_0          87
dfrtp_1         128
or3_1             4
o211ai_1         70
buf_1             5
mux2_2          100
and2_1            5
a21oi_1          48
clkbuf_1         44
inv_1            29
ha_1              8
a211o_1           3
xnor2_1          55
-- worst register-to-register path, stage by stage, from the launching register on --
cell	delay (ns)
dfrtp_1	0.40
inv_1	0.08
ha_1	0.18
and2_2	0.57
nand2_1	0.22
nor2_1	0.21
nand2_1	0.27
nor2_4	0.58
buf_4	0.59
-- metal layers --
layer  track usage, %  wire length [um]  vias to the layer above
li1                 -                 -                     8655
met1             13.0             42100                     9792
met2             22.3             69800                     1050
met3             6.49             15200                      233
met4             3.11              4260                       20
met5                0               128                        -
-- power by group --
part           switching [mW]  internal [mW]  total [mW]  leakage (nW)
Combinational            1.23          0.591        1.82          5.45
Clock                    1.90           2.37        4.26          1.52
Sequential              0.225           5.64        5.87          8.86
Total                    3.35           8.60        12.0          15.8
-- final cells by class --
| cell class | instances | area share [%] |
|---|---|---|
| clock buffer | 125 | 5.49 |
| timing repair buffer | 920 | 19.0 |
| inverter | 29 | 0.230 |
| clock inverter | 51 | 1.13 |
| tap | 2495 | 6.60 |
| antenna | 9 | 0.0476 |
| multi-input combinational | 743 | 10.2 |
| sequential | 952 | 57.3 |
-- per-stage QoR --
stage | worst slack (ns) | hold slack (ns) | total power [mW] | utilization (%)
global route | 3.52 | 0.526 | 12.5 | 25.1
finish | 3.73 | 0.509 | 12.0 | 25.2
floorplan | 2.53 | 0.481 | 6.84 | -
detailed placement | 4.04 | 0.496 | 7.83 | 23.5
CTS | 3.61 | 0.511 | 12.1 | 25.1
global placement | 4.13 | 0.490 | 7.82 | 23.5
Power and IR drop assume default switching activity.
